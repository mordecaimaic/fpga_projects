==> flow/config.mk <==
export PLATFORM = sky130hd
export DESIGN_NAME = key_debounce
export DESIGN_NICKNAME = key_debounce
export VERILOG_FILES = /design/flow/design.v
export SDC_FILE = /design/flow/constraint.sdc
export NUM_CORES = 4
export LEC_CHECK = 1
export CORE_UTILIZATION = 40
==> flow/constraint.sdc <==
current_design key_debounce

set clk_period 3.9
set clk_io_pct 0.2

create_clock -name clk0 -period $clk_period [get_ports {clk}]

set non_clock_inputs [all_inputs -no_clocks]
set_input_delay [expr $clk_period * $clk_io_pct] -clock clk0 $non_clock_inputs
set_output_delay [expr $clk_period * $clk_io_pct] -clock clk0 [all_outputs]
==> flow/design.v <==
`timescale 1 ns / 100 ps
module  ax_debounce 
(
    input       clk, 
    input       rst, 
    input       button_in,
    output reg  button_posedge,
    output reg  button_negedge,
    output reg  button_out
);
parameter N = 32 ;            
parameter FREQ = 50;          
parameter MAX_TIME = 20;      
localparam TIMER_MAX_VAL =   MAX_TIME * 1000 * FREQ;
reg  [N-1 : 0]  q_reg;       
reg  [N-1 : 0]  q_next;
reg DFF1, DFF2;              
wire q_add;                  
wire q_reset;
reg button_out_d0;
assign q_reset = (DFF1  ^ DFF2);           
assign q_add = ~(q_reg == TIMER_MAX_VAL);  
always @ ( q_reset, q_add, q_reg)
begin
    case( {q_reset , q_add})
        2'b00 :
                q_next <= q_reg;
        2'b01 :
                q_next <= q_reg + 1;
        default :
                q_next <= { N {1'b0} };
    endcase     
end
always @ ( posedge clk or posedge rst)
begin
    if(rst == 1'b1)
    begin
        DFF1 <= 1'b0;
        DFF2 <= 1'b0;
        q_reg <= { N {1'b0} };
    end
    else
    begin
        DFF1 <= button_in;
        DFF2 <= DFF1;
        q_reg <= q_next;
    end
end
always @ ( posedge clk or posedge rst)
begin
	if(rst == 1'b1)
		button_out <= 1'b1;
    else if(q_reg == TIMER_MAX_VAL)
        button_out <= DFF2;
    else
        button_out <= button_out;
end
always @ ( posedge clk or posedge rst)
begin
	if(rst == 1'b1)
	begin
		button_out_d0 <= 1'b1;
		button_posedge <= 1'b0;
		button_negedge <= 1'b0;
	end
	else
	begin
		button_out_d0 <= button_out;
		button_posedge <= ~button_out_d0 & button_out;
		button_negedge <= button_out_d0 & ~button_out;
	end	
end
endmodule
module key_debounce(
    input                clk,         
    input                rst_n,       
    input                key1,        
    output reg [3:0]     led          
);
reg enable = 1'b0;  
wire button_negedge;  
ax_debounce ax_debounce_m0 (
    .clk             (clk),
    .rst             (~rst_n),     
    .button_in       (key1),
    .button_posedge  (),
    .button_negedge  (button_negedge),
    .button_out      ()
);
always @(posedge clk or negedge rst_n) begin
    if (!rst_n) begin
        enable <= 1'b0;  
    end else if (button_negedge == 1'b1) begin
        enable <= ~enable;
    end
end
always @(posedge clk) begin
    if (enable) begin
        led <= 4'b1111;  
    end else begin
        led <= 4'b0000;  
    end
end
endmodule
==> flow/run.sh <==
#!/bin/bash
# OpenROAD 26Q1-2900-gdf79404cd8, Yosys 0.63+post, stock flow scripts
make -C /OpenROAD-flow-scripts/flow DESIGN_CONFIG=/design/flow/config.mk WORK_HOME=/design/flow/orfs finish
==> impl_metrics.csv <==
group,metric,value,unit
sta,setup_violations,0,
global_route,antenna_found_initial,0,
clock_tree,cts-root-buf,"clkbuf_8",
global_route,grt_overflow,0,
sta,hold_ws,0.383,ns
synth,common_cells,"dfrtp_1 (36), nor2_1 (31), xnor2_1 (20)",
run,cap_violations,0,
sta,fin_skew,0.00784,ns
synth,synth_cells,196,
synth,yosys_area,0.00194,mm2
clock_tree,cts_resized,0,
worst_setup_path,crit_fanout,6,
outcome,outcome,"completed",
floorplan,core-area,0.00450,mm2
routing,drc_errors,0,
worst_setup_path,worstPathArrival,2.30,ns
clock_tree,cts_sinks,39,
sta,min_period,2.09,ns
floorplan,boundaryPins,7,
routing,route.vias.total,1391,
synth,postSynthSeqShare,0.502,
worst_setup_path,crit_path_end_kind,"register",
clock_tree,h-tree-depth,2,
sta,final_max_slew_viol_count,0,
synth,edf_count,0,
synth,synth_area,0.00194,mm2
place,dp_hpwl,2330,um
synth,async_reset_ff_frac,0.974,
clock_tree,cts_buffer_depth,2,
clock_tree,cts_tree,"yes",
worst_setup_path,critical_path_class,"register to register",
synth,yosysTopAreaCellShare,0.464,
sta,grt_setup_unrepaired,"no",
worst_setup_path,cpPeakStageDelay,0.43,ns
worst_setup_path,critical_path.top_delay_family,"simple AND/OR/NAND/NOR gates",
synth,yosys.area.top_type,"dfrtp_1",
sta,fmax,479,MHz
synth,syn_area_per_cell,9.90,um2
synth,synthTopCellsByArea,"dfrtp_1 (46%), xnor2_1 (9.0%), nor2_1 (6.0%)",
cells_and_area,final_cell_area,0.00214,mm2
pwr,fin_total_pwr,810,uW
sta,slew-limit-headroom,0.672,
clock_tree,clk_pin_slew,0.07,ns
run,tool_warnings,26,
routing,antennaDiodeCount,0,
worst_setup_path,critPathSlowestCell,"dfrtp_1",
routing,vias_per_cell,5.45,
pwr,p_per_area,378,mW/mm2
worst_setup_path,start_kind,"register",
worst_setup_path,cp.required,4.12,ns
sta,tns,0,ns
synth,synth.most_common_cell,"dfrtp_1",
pwr,max-vdd-ir-drop,0.000208,V
global_route,grt_pass1_wl,6220,um
global_route,grt_pass1_vias,1339,
floorplan,die-area,0.00513,mm2
cells_and_area,final_cells,255,
global_route,grt_usage,0.157,
cells_and_area,comb_area,891,um2
clock_tree,postCtsSetupBuffers,0,
floorplan,initial_utilization,0.431,
cells_and_area,layout-drive-gt1-share,0.118,
floorplan,die_h,71.7,um
routing,final_antenna_net_count,0,
sta,min_period_over_period,0.536,
min_path,hold_class,"register to register",
routing,routedWlPerCell,13.8,um
routing,drt_wl_total,3530,um
sta,worst_pin_slew,0.491,ns
global_route,grt_max_degree,39,
sta,finalHoldViolations,0,
clock_tree,clock_latency,0.29,ns
cells_and_area,final.fill_count,413,
cells_and_area,largest_reg_flops,32,
synth,yosysWarningCount,2,
worst_setup_path,path_cells,"inv_1 > ha_1 > nor4b_1 > nand4_1 > nor2_1 > mux2_2",
clock_tree,hold_buffers,0,
place,dpl-instance-area,0.00203,mm2
place,gp_congestion,0.857,
cells_and_area,seqCellArea,973,um2
place,portBuffers,6,
synth,ys_cells,196,
pwr,leakagePower,0.000849,uW
routing,firstDrtPassIters,4,
place,placed_cells,247,
clock_tree,cts_buffers,5,
cells_and_area,areaGrowthSynthToFinish,10.4,%
floorplan,die_w,71.7,um
synth,ff_type,"dfrtp_1",
synth,synth_cell_types,35,
routing,drt-initial-drc-count,73,
synth,synth-seq-cells,39,
worst_setup_path,path_buffers,1,
floorplan,fp-row-count,24,
[stage by stage]
| stage | setup WS [ns] | util |
|---|---|---|
| final | 1.81 | 0.476 |
| after global routing | 1.67 | 0.476 |
| after CTS | 1.82 | 0.476 |
| after detailed placement | 1.84 | 0.450 |
| after global placement | 1.84 | 0.450 |
| after floorplan | 2.19 | - |
[layer usage]
| metal | part of all wire | vias to the layer above | track usage |
|---|---|---|---|
| li1 | - | 685 | - |
| met1 | 0.52 | 687 | 0.263 |
| met2 | 0.44 | 15 | 0.225 |
| met3 | 0.028 | 4 | 0.0300 |
| met4 | 0.012 | 0 | 0.0283 |
| met5 | 0 | - | 0 |
[cells in the final DEF (no fill, tap or decap), types with 2 or more instances in the layout]
cell type,synthesis,routed
dfrtp_1,36,36
nor2_1,31,31
xnor2_1,20,20
nand2_1,11,11
nor3_1,10,10
nand4_1,9,9
nand3_1,9,9
nor4_1,9,9
inv_1,7,7
xor2_1,7,6
clkbuf_8,1,6
or3_1,5,5
a21oi_1,5,5
clkdlybuf4s50_1,0,5
o21ai_0,4,4
and4_4,2,2
or3_2,2,2
nor4b_1,2,2
and4_2,2,2
ha_1,2,2
dfstp_2,2,2
buf_4,3,2
[logic make-up after synthesis]
family / after synthesis / share of synthesized area
xor gates and xnor gates: 27 / 0.122
buffers and inverters: 16 / 0.0432
DFF: 39 / 0.502
adders and majority gates: 2 / 0.0129
muxes: 2 / 0.0110
AOI/OAI and AO/OA: 10 / 0.0271
and+or+nand+nor: 100 / 0.282
[area by class of cell]
| class | instances | share of cell area |
|---|---|---|
| timing repair buffer | 8 | 0.0327 |
| tap | 52 | 0.0304 |
| clock buffer | 6 | 0.0385 |
| sequential | 39 | 0.454 |
| inverter | 7 | 0.0123 |
| clock inverter | 2 | 0.0163 |
| multi-input combinational | 141 | 0.416 |
[path summary, 6_finish.rpt]
path                       slack, ns                            to  cells past startpoint                 startpoint
hold reg to reg                 0.38  ax_debounce_m0.button_out_d0                      0  ax_debounce_m0.button_out
setup reg to reg                1.81     ax_debounce_m0.button_out                      6    ax_debounce_m0.q_reg[0]
max in group asynchronous       3.01  ax_debounce_m0.button_out_d0                      2                      rst_n
setup / recovery                1.81     ax_debounce_m0.button_out                      6    ax_debounce_m0.q_reg[0]
hold / removal                  0.38  ax_debounce_m0.button_out_d0                      0  ax_debounce_m0.button_out
min in group asynchronous       0.53      ax_debounce_m0.q_reg[11]                      2                      rst_n
[where the power goes]
| part | switching (uW) | leakage [uW] | internal, uW |
|---|---|---|---|
| clock | 140 | 0.0000612 | 207 |
| combinational | 30.0 | 0.000264 | 14.2 |
| sequential | 9.15 | 0.000525 | 410 |
No activity file was given, so power comes from the tool's default toggle rates.
