`config.mk`:
```
export PLATFORM = sky130hd
export DESIGN_NAME = ax_pwm
export DESIGN_NICKNAME = ax_pwm
export VERILOG_FILES = /design/flow/design.v
export SDC_FILE = /design/flow/constraint.sdc
export NUM_CORES = 4
export LEC_CHECK = 1
export CORE_UTILIZATION = 40
```
`constraint.sdc`:
```
current_design ax_pwm

set clk_period 6.2
set clk_io_pct 0.2

create_clock -name clk0 -period $clk_period [get_ports {clk}]

set non_clock_inputs [all_inputs -no_clocks]
set_input_delay [expr $clk_period * $clk_io_pct] -clock clk0 $non_clock_inputs
set_output_delay [expr $clk_period * $clk_io_pct] -clock clk0 [all_outputs]
```
`design.v`:
```
`timescale 1ns / 1ps
module ax_pwm
#(
	parameter N = 16  
)
(
    input         clk,
    input         rst,
    input[N - 1:0]period,
    input[N - 1:0]duty,
    output        pwm_out 
    );
reg[N - 1:0] period_r;
reg[N - 1:0] duty_r;
reg[N - 1:0] period_cnt;
reg pwm_r;
assign pwm_out = pwm_r;
always@(posedge clk or posedge rst)
begin
    if(rst==1)
    begin
        period_r <= { N {1'b0} };
        duty_r <= { N {1'b0} };
    end
    else
    begin
        period_r <= period;
        duty_r   <= duty;
    end
end
always@(posedge clk or posedge rst)
begin
    if(rst==1)
        period_cnt <= { N {1'b0} };
    else
        period_cnt <= period_cnt + period_r;
end
always@(posedge clk or posedge rst)
begin
    if(rst==1)
    begin
        pwm_r <= 1'b0;
    end
    else
    begin
        if(period_cnt >= duty_r)
            pwm_r <= 1'b1;
        else
            pwm_r <= 1'b0;
    end
end
endmodule
```
`run.sh`:
```
#!/bin/bash
# OpenROAD 26Q1-2900-gdf79404cd8, Yosys 0.63+post, stock flow scripts
make -C /OpenROAD-flow-scripts/flow DESIGN_CONFIG=/design/flow/config.mk WORK_HOME=/design/flow/orfs finish
```
==> results.toml <==
# flow metrics
[status]
status = "finished clean"

[finish]
comb_area_mm2 = 0.00108
seq_area_mm2 = 0.00123
fin_util_pct = 51.1
mostFrequentLayoutCell = "dfrtp_1"
fillers = 529
drive_gt1_share_pct = 6.15
final_cells = 316
final_cell_mix = "dfrtp_1, clkdlybuf4s50_1, ha_1"
syn_to_final_growth_pct = 20.1

[clocking]
cts_setup_buffers = 0
clk_pin_slew_worst_paths_ps = 80
clock_latency_ps = 290
cts_max_path_buffers = 2
cts.sinks = 49
cts_resized = 0
cts_tree = "built"
cts_max_level = 2
cts_made_buffers = 5
root_buffer = "clkbuf_8"
ctsHoldBuffers = 0

[detailed_routing]
vias_per_cell = 4.83
drt_iter0_markers = 91
dr.pass1.iters = 4
insertedDiodeCount = 0
routed_wl_um = 3970
drc = 0
wire_per_inst_um = 12.6
ant_nets = 0
num_vias = 1525

[sta]
slew_violations = 0
fmax_mhz = 435
max_slew_margin_pct = 59.0
finalClockPeriodUsage_pct = 37.1
finalWorstSetupSlack_ps = 3900
period_needed_ps = 2300
final_hold_viol_count = 0
max_slew.worst_pin.slew_ps = 615
fin_skew_ps = 6.25
finalSetupViolCount = 0
rsz0062_at_grt = "no"
setup_tns_ps = 0

[global_route]
grt-busiest-layer = "met1"
met3_usage_pct = 2.67
grtUsageMet1_pct = 22.8
antenna_found_initial = 0
grt_pass1_vias = 1451
grt-ovfl-total = 0
grt_pass1_wl_um = 6590
met2_usage_pct = 19.7
grt_max_degree = 50
track_usage_pct = 13.7

[yosys]
synth_area_mm2 = 0.00242
ys_seq_share_pct = 50.8
ys_area_mm2 = 0.00242
ys.flop_type = "dfrtp_1"
ys_warn_count = 1
synthArstFlopShare_pct = 100
ys_cells = 206
syn_avg_cell_area_um2 = 11.7
syn_inst = 206
ys_types = 42
synth_flop_count = 49
synth-edff-count = 0

[placement]
post-place-ws_ps = 4000
port_buffers = 34
placed_cells = 308
dp_hpwl_um = 2990
place.gp.congestion = 0.827

[flow_run]
openroad.warnings = 25
drv_cap = 0

[critical_path]
crit_start = "pwm_r"
r2r_slack_ps = 4050
crit_slowest_cell = "clkdlybuf4s50_1"
worstRegToRegCells = 6
critPathArrivalTime_ps = 1060
worstReg2RegEnd = "period_cnt[12]"
path_class = "reg -> out"
crit_family = "buffers and inverters"
worst-path-max-fanout = 1
reg2reg_from = "period_cnt[11]"
cp-start-kind = "flop"
cp_num_buf_inv = 1
crit_path_cell_trace = "clkdlybuf4s50_1"
critPathRequiredTime_ps = 4960
cpPeakStageDelay_ps = 440
end_kind = "primary output"

[floorplan]
die_w_um = 79.7
coreArea_mm2 = 0.00568
die_area_mm2 = 0.00636
io_pins = 35
fp_util_pct = 42.6
rows = 27
die_y_um = 79.7

[power]
swShare_pct = 37.4
p_leak_uw = 0.00138
seq_power_share_pct = 36.4
comb_power_share_pct = 49.0
clockPowerShare_pct = 14.6
p_per_area_mw_per_mm2 = 413
ir_drop_v = 0.000148
intPower_uw = 751
p_sw_uw = 449

[worst_hold_path]
hold_end = "period_cnt[0]"
whs_path_depth = 1
hold_path.class = "reg -> reg"
hold_start = "period_r[0]"
[cell families (layout without fill, tap and decap cells)]
group	count (synthesis)	in the layout	synth area share, %
AND-OR/OR-AND	51	51	14.3
flip-flops	49	49	50.8
buffers and inverters	26	64	4.71
XOR/XNOR	12	12	4.35
adder cells (fa/ha/maj)	32	32	16.9
multiplexers	4	4	1.71
AND/OR/NAND/NOR	32	32	7.30
[state kept, by name, summed over array words and instances, names as in the netlist]
signal	count
duty_r	16
period_cnt	16
period_r	16
pwm_r	1
[layout make-up]
cell class	instances	share of cell area, %
multi-input cells	131	37.1
repair buffers	35	12.0
clock inverters	2	0.345
inverters	21	2.72
clock buffers	6	2.50
well taps	72	3.10
flip-flops and latches	49	42.3
[worst max path at each step]
stage | end | slack [ps] | cells past startpoint
final | pwm_out | 3900 | 1
after global routing | pwm_out | 3850 | 1
after CTS | pwm_out | 3880 | 1
[Yosys cell counts, types with 2 or more instances]
library cell  count  area share (%)
a211oi_1          3            0.93
a21o_1            8             2.5
a21oi_1          19             3.9
a21oi_2           2            0.73
a31oi_1           2            0.52
and3_1            4             1.0
and4_1            2            0.73
buf_6             2            0.93
clkbuf_1          2            0.31
dfrtp_1          49              51
ha_1             31              16
inv_1            21             3.3
mux2i_1           3             1.2
nand2_1           7             1.1
nand2b_1          2            0.52
nand3_1           9             1.9
nor2_1            2            0.31
nor4_1            2            0.52
o211ai_1          2            0.62
o31ai_1           2            0.62
xnor2_1           8             2.9
xor2_1            4             1.4
[routing by layer]
metal  part of all wire (%)  wire, um  vias up
li1                       -         -      807
met1                     54      2140      686
met2                     41      1630       30
met3                    4.5       178        2
met4                   0.63        25        0
met5                      0         0        -
[power groups by stage]
stage	Combinational, uW	Sequential (uW)	Clock, uW
final	588	437	175
after global routing	669	447	201
after CTS	592	439	185
[through the flow]
| stage | hold slack (ps) | power, uW | area (um^2) |
|---|---|---|---|
| 5_1_grt | 507 | 1320 | 2900 |
| 2_1_floorplan | 456 | 912 | 2420 |
| 3_3_place_gp | 463 | 1030 | 2820 |
| 3_5_place_dp | 473 | 1030 | 2820 |
| 6_report | 486 | 1200 | 2900 |
| 4_1_cts | 494 | 1220 | 2900 |
No activity file was given, so power comes from the tool's default toggle rates.
