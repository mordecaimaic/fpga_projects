File: ./run.sh
#!/bin/bash
# OpenROAD 26Q1-2900-gdf79404cd8, Yosys 0.63+post, stock flow scripts
make -C /OpenROAD-flow-scripts/flow DESIGN_CONFIG=/design/flow/config.mk WORK_HOME=/design/flow/orfs finish
File: ./config.mk
export PLATFORM = sky130hd
export DESIGN_NAME = seg_scan
export DESIGN_NICKNAME = seg_scan
export VERILOG_FILES = /design/flow/design.v
export SDC_FILE = /design/flow/constraint.sdc
export NUM_CORES = 4
export LEC_CHECK = 1
export CORE_UTILIZATION = 50
File: ./constraint.sdc
current_design seg_scan

set clk_period 3.6
set clk_io_pct 0.2

create_clock -name clk0 -period $clk_period [get_ports {clk}]

set non_clock_inputs [all_inputs -no_clocks]
set_input_delay [expr $clk_period * $clk_io_pct] -clock clk0 $non_clock_inputs
set_output_delay [expr $clk_period * $clk_io_pct] -clock clk0 [all_outputs]
File: ./design.v
module seg_scan(
	input           clk,
	input           rst_n,
	output reg[5:0] seg_sel,       
	output reg[7:0] seg_data,      
	input[7:0]      seg_data_0,
	input[7:0]      seg_data_1,
	input[7:0]      seg_data_2,
	input[7:0]      seg_data_3,
	input[7:0]      seg_data_4,
	input[7:0]      seg_data_5
);
parameter SCAN_FREQ = 200;      
parameter CLK_FREQ = 50000000;  
parameter SCAN_COUNT = CLK_FREQ /(SCAN_FREQ * 6) - 1;
reg[31:0] scan_timer;   
reg[3:0] scan_sel;      
always@(posedge clk or negedge rst_n)
begin
	if(rst_n == 1'b0)
	begin
		scan_timer <= 32'd0;
		scan_sel <= 4'd0;
	end
	else if(scan_timer >= SCAN_COUNT)
	begin
		scan_timer <= 32'd0;
		if(scan_sel == 4'd5)
			scan_sel <= 4'd0;
		else
			scan_sel <= scan_sel + 4'd1;
	end
	else
		begin
			scan_timer <= scan_timer + 32'd1;
		end
end
always@(posedge clk or negedge rst_n)
begin
	if(rst_n == 1'b0)
	begin
		seg_sel <= 6'b111111;
		seg_data <= 8'hff;
	end
	else
	begin
		case(scan_sel)
			4'd0:
			begin
				seg_sel <= 6'b11_1110;
				seg_data <= seg_data_0;
			end
			4'd1:
			begin
				seg_sel <= 6'b11_1101;
				seg_data <= seg_data_1;
			end
			4'd2:
			begin
				seg_sel <= 6'b11_1011;
				seg_data <= seg_data_2;
			end
			4'd3:
			begin
				seg_sel <= 6'b11_0111;
				seg_data <= seg_data_3;
			end
			4'd4:
			begin
				seg_sel <= 6'b10_1111;
				seg_data <= seg_data_4;
			end
			4'd5:
			begin
				seg_sel <= 6'b01_1111;
				seg_data <= seg_data_5;
			end
			default:
			begin
				seg_sel <= 6'b11_1111;
				seg_data <= 8'hff;
			end
		endcase
	end
end
endmodule
==> impl_metrics.prom <==
# HELP chip_impl_metric Synthesis and place-and-route metrics
# TYPE chip_impl_metric gauge
chip_impl_info{name="outcome",value="finished, final reports clean"} 1
chip_impl_metric{name="fin_ws",unit="ps"} 1570
chip_impl_info{name="crit_chain",value="clkdlybuf4s50_1"} 1
chip_impl_metric{name="clock_sink_count",unit=""} 50
chip_impl_metric{name="antenna_violating_nets_remaining",unit=""} 0
chip_impl_metric{name="cellLeakagePower",unit="nW"} 1.28
chip_impl_metric{name="maximum_net_fanout_on_the_critical_path",unit=""} 1
chip_impl_metric{name="htree_levels",unit=""} 2
chip_impl_metric{name="yosys-stat-cells",unit=""} 221
chip_impl_info{name="setup.worst_path.class",value="reg2out"} 1
chip_impl_metric{name="drt_pass1_iterations",unit=""} 4
chip_impl_metric{name="log.warning_count",unit=""} 28
chip_impl_metric{name="max-clock-path-buffers",unit=""} 2
chip_impl_info{name="grt_setup_unrepaired",value="no"} 1
chip_impl_metric{name="setup_viol_count_final",unit=""} 0
chip_impl_metric{name="drc",unit=""} 0
chip_impl_info{name="timing.critical_path.slowest_stage_cell",value="sky130_fd_sc_hd__dfstp_2"} 1
chip_impl_metric{name="maxCapViolations",unit=""} 0
chip_impl_metric{name="max_freq",unit="MHz"} 493
chip_impl_info{name="final_layout_top_logic_cells",value="sky130_fd_sc_hd__clkdlybuf4s50_1, sky130_fd_sc_hd__dfrtp_1, sky130_fd_sc_hd__nor2_1, sky130_fd_sc_hd__nand2_1, sky130_fd_sc_hd__conb_1"} 1
chip_impl_metric{name="drv_slew",unit=""} 0
chip_impl_metric{name="tns",unit="ps"} 0
chip_impl_metric{name="std_cell_rows",unit=""} 24
chip_impl_metric{name="cts_resized",unit=""} 0
chip_impl_metric{name="postSynthCellCount",unit=""} 221
chip_impl_metric{name="synth_flops",unit=""} 50
chip_impl_info{name="worstHoldPathType",value="in2async"} 1
chip_impl_metric{name="final_hold_violation_count",unit=""} 0
chip_impl_metric{name="via_count_of_the_first_global_routing_pass",unit=""} 1780
chip_impl_metric{name="regToRegSetupSlack",unit="ps"} 1840
chip_impl_metric{name="grt_pass1_wl",unit="um"} 8580
chip_impl_metric{name="chip_area",unit="mm^2"} 0.00496
chip_impl_info{name="rr_startpoint",value="scan_sel[2]"} 1
chip_impl_info{name="critical_path.endpoint_type",value="primary output"} 1
chip_impl_metric{name="worst-slew-pin-transition",unit="ps"} 711
chip_impl_info{name="crit_path_start_kind",value="register"} 1
chip_impl_metric{name="fp_util",unit=""} 0.531
chip_impl_metric{name="finalWorstPathRequiredPeriod",unit="ps"} 2030
chip_impl_info{name="critical-path-top-delay-family",value="flip-flops"} 1
chip_impl_metric{name="netlist-cell-type-count",unit=""} 44
chip_impl_info{name="top_logic_cell_by_instance_count_in_the_layout",value="sky130_fd_sc_hd__clkdlybuf4s50_1"} 1
chip_impl_metric{name="drive_above_1_share",unit=""} 0.150
chip_impl_metric{name="postSynthSeqShare",unit=""} 0.542
chip_impl_metric{name="die_height",unit="um"} 70.4
chip_impl_info{name="worst_r2r_endpoint",value="seg_data[2]"} 1
chip_impl_metric{name="placedInstanceArea",unit="mm^2"} 0.00307
chip_impl_metric{name="grt_antenna_before_repair",unit=""} 0
chip_impl_metric{name="slew_headroom",unit=""} 0.526
chip_impl_metric{name="gp_congestion",unit=""} 0.793
chip_impl_metric{name="core",unit="mm^2"} 0.00441
chip_impl_metric{name="port_buffers",unit=""} 63
chip_impl_info{name="critPathCapture",value="seg_data[7]"} 1
chip_impl_metric{name="reg2reg_depth",unit=""} 5
chip_impl_metric{name="total_power",unit="mW"} 1.64
chip_impl_metric{name="crit_required",unit="ps"} 2880
chip_impl_info{name="ctsRootBufferMaster",value="sky130_fd_sc_hd__clkbuf_8"} 1
chip_impl_metric{name="ios",unit=""} 64
chip_impl_metric{name="cts_hold_bufs",unit=""} 0
chip_impl_info{name="crit_path_start",value="seg_data[7]"} 1
chip_impl_metric{name="clk_latency",unit="ps"} 300
chip_impl_metric{name="ys_warn_count",unit=""} 1
chip_impl_metric{name="summed_instance_area_of_the_synthesized_netlist",unit="mm^2"} 0.00234
chip_impl_metric{name="postCtsSetupRepairBufs",unit=""} 0
chip_impl_metric{name="postRouteWirelength",unit="um"} 5080
chip_impl_metric{name="maximum_number_of_pins_on_one_net_before_global_route_repair",unit=""} 33
chip_impl_info{name="cts_tree",value="yes"} 1
chip_impl_metric{name="routed_wire_length_per_instance",unit="um"} 14.4
chip_impl_metric{name="clk_transition_reported_paths",unit="ps"} 100
chip_impl_metric{name="critPathMaxStageDelay",unit="ps"} 520
chip_impl_metric{name="cts-buffers-inserted",unit=""} 5
chip_impl_metric{name="postSynthAreaPerCell",unit="um^2"} 10.6
chip_impl_metric{name="global_route.usage.total",unit=""} 0.230
chip_impl_metric{name="flow.area_growth_from_synthesis",unit="%"} 37.0
chip_impl_metric{name="power_density",unit="mW/mm^2"} 512
chip_impl_metric{name="worst-endpoint-arrival",unit="ps"} 1310
chip_impl_metric{name="yosys_stat_area",unit="mm^2"} 0.00234
chip_impl_metric{name="fillers",unit=""} 321
chip_impl_metric{name="finalClockPeriodUsage",unit=""} 0.564
chip_impl_metric{name="drt-vias-per-instance",unit=""} 5.25
chip_impl_metric{name="drt_iter0_drc",unit=""} 122
chip_impl_metric{name="dpl_worst_slack",unit="ps"} 1840
chip_impl_metric{name="irDropWorstVdd",unit="mV"} 0.340
chip_impl_metric{name="sum_of_buffers_and_inverters_on_the_critical_path",unit=""} 1
chip_impl_metric{name="die-width",unit="um"} 70.4
chip_impl_metric{name="skew",unit="ps"} 9.87
chip_impl_metric{name="grt-ovfl-total",unit=""} 0
chip_impl_metric{name="worstSetupPathDepth",unit=""} 1
chip_impl_metric{name="diodes",unit=""} 0
chip_impl_metric{name="final_cell_area",unit="mm^2"} 0.00321
chip_impl_metric{name="detailroute.via_count",unit=""} 1853
chip_impl_metric{name="hpwl",unit="um"} 3550
==> layer usage <==
| layer | vias up | GRT usage | part of all wire |
|---|---|---|---|
| li1 | 911 | - | - |
| met1 | 886 | 0.408 | 0.50 |
| met2 | 50 | 0.324 | 0.44 |
| met3 | 6 | 0.0423 | 0.041 |
| met4 | 0 | 0.0244 | 0.013 |
| met5 | - | 0 | 0 |
==> through the flow <==
step	hold slack (ps)	util	cells
after global routing	477	0.727	353
after floorplan	424	-	236
after global placement	501	0.696	345
final	437	0.727	353
after detailed placement	493	0.696	345
after CTS	460	0.727	353
==> synth_stat cells (all sizes together) <==
library cell / instances / area share
buf: 5 / 0.013
nand3: 11 / 0.026
and3: 2 / 0.0059
a22oi: 7 / 0.022
a221oi: 2 / 0.0075
conb: 1 / 0.0016
nand2b: 2 / 0.0085
nand3b: 2 / 0.0064
a31oi: 1 / 0.0027
dfrtp: 36 / 0.38
o21ai: 9 / 0.019
and4: 1 / 0.0037
mux2i: 1 / 0.0043
a32oi: 1 / 0.0037
o2bb2ai: 1 / 0.0037
a21boi: 1 / 0.0032
nand2: 25 / 0.043
xor2: 10 / 0.037
o21a: 2 / 0.0064
xnor2: 5 / 0.019
nor2b: 4 / 0.011
a22o: 1 / 0.0043
inv: 5 / 0.0080
dfstp: 14 / 0.16
a21o: 2 / 0.0064
mux2: 10 / 0.048
nand4: 2 / 0.0053
a21oi: 9 / 0.021
ha: 3 / 0.016
nor3: 3 / 0.0085
nor2: 24 / 0.038
o22ai: 1 / 0.0027
nor4: 8 / 0.028
o211ai: 5 / 0.016
clkbuf: 5 / 0.0080
==> area by class of cell <==
| class | count | area [um^2] | share of cell area |
|---|---|---|---|
| Multi-Input combinational cell | 171 | 1060 | 0.331 |
| Timing Repair Buffer | 67 | 656 | 0.204 |
| Tap cell | 52 | 65.1 | 0.0203 |
| Clock inverter | 3 | 68.8 | 0.0215 |
| Inverter | 5 | 18.8 | 0.00585 |
| Clock buffer | 5 | 68.8 | 0.0215 |
| Sequential cell | 50 | 1270 | 0.395 |
==> worst min-delay path by stage <==
stage | cells past startpoint | startpoint | endpoint
CTS | 1 | rst_n | scan_timer[23]
global route | 1 | rst_n | scan_timer[23]
finish | 1 | rst_n | scan_timer[23]
==> state kept, by name, indices dropped and copies added (netlist names) <==
signal,flops
seg_data,8
scan_timer,32
seg_sel,6
scan_sel,4
==> logic make-up (layout without fill, tap and decap cells) <==
group / count (synthesis) / after routing / share of synthesized area
compound gates: 42 / 42 / 0.119
other cells: 1 / 16 / 0.00160
simple gates: 84 / 84 / 0.184
fa+ha+maj: 3 / 3 / 0.0160
mux: 11 / 11 / 0.0524
xor+xnor: 15 / 15 / 0.0561
buf+inv: 15 / 80 / 0.0288
flops: 50 / 50 / 0.542
==> where the power goes <==
part	switching (mW)	internal, mW	total, mW
registers	0.0868	0.676	0.763
logic	0.173	0.245	0.418
clock network	0.184	0.278	0.462
total	0.444	1.20	1.64
Power figures rest on the tool's default switching activity, not on a simulated workload.
